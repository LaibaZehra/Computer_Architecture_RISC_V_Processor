### ./design.v
`timescale 1ns / 1ps
module EX_MEM_task3(
input clk,
input flush,
input [63:0]addsum, 
input [63:0]Alures, 
input zero, 
input is_greater,
input [63:0]RD2, 
input [4:0]RD, 
input regwrite, memtoreg, branch, memread,memwrite, 
input [3:0]func,
input [63:0]WriteData,
output reg[63:0]addsumout, 
output reg[63:0]Aluresout, 
output reg zerout,
output reg is_greater_out, 
output reg [63:0]RD2out, 
output reg [4:0]RDout, 
output reg regwriteout, memtoregout, branchout, memreadout, memwriteout ,
output reg[3:0] funcout,
output reg[63:0]WriteDataout
); 
always @(posedge clk)
begin
if (flush)
begin
    addsumout = 0; 
    Aluresout = 0; 
    zerout = 0; 
    is_greater_out = 0;
    RD2out = 0; 
    RDout = 0; 
    regwriteout = 0; 
    memtoregout = 0; 
    branchout = 0; 
    memreadout = 0; 
    memwriteout = 0; 
    funcout = 0;
    WriteDataout = 0;
end
else
begin
    addsumout = addsum; 
    Aluresout = Alures; 
    zerout = zero; 
    is_greater_out = is_greater;
    RD2out = RD2; 
    RDout = RD; 
    regwriteout = regwrite; 
    memtoregout = memtoreg; 
    branchout = branch; 
    memreadout = memread; 
    memwriteout = memwrite; 
    funcout = func;
    WriteDataout = WriteData;  
end
end
endmodule  
### ./run.sh
#!/bin/bash
# OpenROAD 26Q1-2900-gdf79404cd8, Yosys 0.63+post, stock flow scripts
make -C /OpenROAD-flow-scripts/flow DESIGN_CONFIG=/design/flow/config.mk WORK_HOME=/design/flow/orfs finish
### ./config.mk
export PLATFORM = sky130hd
export DESIGN_NAME = EX_MEM_task3
export DESIGN_NICKNAME = EX_MEM_task3
export VERILOG_FILES = /design/flow/design.v
export SDC_FILE = /design/flow/constraint.sdc
export NUM_CORES = 4
export LEC_CHECK = 1
export CORE_AREA = 10 10 278 278
export DIE_AREA = 0 0 288 288
### ./constraint.sdc
current_design EX_MEM_task3

set clk_period 1.0
set clk_io_pct 0.2

create_clock -name clk0 -period $clk_period [get_ports {clk}]

set non_clock_inputs [all_inputs -no_clocks]
set_input_delay [expr $clk_period * $clk_io_pct] -clock clk0 $non_clock_inputs
set_output_delay [expr $clk_period * $clk_io_pct] -clock clk0 [all_outputs]
==> reports/qor.yml <==
timing:
  tightest_slew_ns: 0.277
  setup_viol: 272
  period_used_pct: 131
  period_minus_slack_ns: 1.31
  fmax_mhz: 761
  hold_viol: 0
  slew_headroom_pct: 81.5
  slew_viol_final: 0
  rsz0062_at_grt: "true"
  fin_ws_ns: -0.314
worst_setup_path:
  cp_cell_sequence: "buf_6"
  critPathSlowestCell: "dfxtp_4"
  worst-setup-path-type: "reg -> out"
  required_ns: 0.80
  startpoint_type: "flop"
  setup.worst_path.end_class: "output pin"
  path_max_fanout: 1
  crit_family: "flip-flops"
  path_buffers: 1
  critPathMaxStageDelay_ns: 0.42
  crit_arrival_ns: 1.11
synthesis:
  ys_types: 6
  yosys_cells: 574
  synth-seq-cells: 272
  yosys.area.top_type: "dfxtp_1"
  synth_area_um2: 7580
  syn_inst: 574
  top_cell_area_share_pct: 71.9
  syn_area_per_cell_um2: 13.2
  top_cells_by_area: "dfxtp_1 (72%), nor2b_1 (16%), nor2b_2 (9.2%)"
  ys_warn_count: 1
  ys_seq_share_pct: 71.9
  ys_area_um2: 7580
die:
  rows: 98
  die_width_um: 288
  die_y_um: 288
  ios: 546
  core_um2: 71400
  die-area_um2: 82900
  initial_utilization_pct: 10.6
min_path:
  worstHoldPathCells: 3
  min_from: "flush"
  hp-class: "in -> reg"
  hold_end: "addsumout[8]"
clock_network:
  cts_setup_buffers: 0
  cts_tree: "yes"
  holdBufCountCts: 0
  cts-root-buf: "clkbuf_16"
  clk_pin_slew_worst_paths_ns: 0.06
  cts.sinks: 272
  cts_made_buffers: 31
  h-tree-depth: 1
  clk_path_buf_depth: 3
power_and_ir_drop:
  peakVddDrop_mv: 1.40
  power.density_nw_per_um2: 1840
  leakagePower_nw: 6.14
layout:
  syn2layout_area_growth_pct: 90.1
  lay_top_count: "clkdlybuf4s50_1"
  lay_top_cells: "clkdlybuf4s50_1 (272), buf_2 (249), dfxtp_1 (201)"
  design_area_um2: 14400
  drive_gt1_share_pct: 43.8
  fin_util_pct: 20.2
  fillers: 7703
global_routing:
  grt_overflow: 0
  grt_pass1_wl_um: 43700
  grt_pass1_vias: 6513
  antenna_found_initial: 1
  grt_usage_pct: 7.07
  grt_max_degree: 33
placed_design:
  gp_congestion: 0.844
  hpwl_um: 25300
  port_buffers: 545
  place_area_um2: 14400
route:
  dr.pass1.iters: 4
  drtIter0Drc: 96
  drc: 0
  wl_per_cell_um: 14.7
  wl_um: 31400
  vias: 6014
  post_drt_via_cell_ratio: 2.81
  n_antenna_cell: 0
  ant_nets: 0
job:
  max_cap_violations: 0
  log.warning_count: 27
run_status:
  status: "finished with violations"
  violations: "negative setup slack"
[final cells by class]
type,count,area (um2),area share [%]
Sequential cell,272,5560,38.6
Timing Repair Buffer,585,4620,32.1
Multi-Input combinational cell,272,1900,13.2
Tap cell,950,1190,8.25
Clock buffer,39,866,6.01
Clock inverter,19,270,1.88
[registers in the layout (all words and copies together), names as in the netlist]
register	flops
Aluresout	64
RD2out	64
WriteDataout	64
addsumout	64
RDout	5
funcout	4
branchout	1
is_greater_out	1
memreadout	1
memtoregout	1
memwriteout	1
regwriteout	1
zerout	1
[cells by family (layout without fill, tap and decap cells)]
logic type	Yosys count	after routing	share of synthesized area [%]
flip-flops	272	272	71.9
AND/OR/NAND/NOR	272	272	25.1
buffers and inverters	30	643	3.02
[timing repair]
action,CTS,global route
resized,986,28
pin swaps,0,0
setup endpoints to repair,272,272
[Yosys cell counts]
cell     number
nor2b_2      80
buf_6        11
buf_2        18
dfxtp_1     272
buf_8         1
nor2b_1     192
[worst max-delay path by stage]
stage | startpoint | slack (ns) | cells after the start | to
6_report | WriteDataout[48] | -0.31 | 1 | WriteDataout[48]
5_1_grt | WriteDataout[48] | -0.36 | 1 | WriteDataout[48]
4_1_cts | WriteDataout[48] | -0.37 | 1 | WriteDataout[48]
[stage by stage]
step | setup TNS [ns] | power, mW | setup slack, ns | hold slack, ns | cells
floorplan | 0 | 12.3 | 0.256 | 0.328 | 574
detailed placement | -3.60 | 14.9 | -0.353 | 0.660 | 2079
global placement | -3.65 | 14.9 | -0.372 | 0.651 | 2079
CTS | -65.19 | 27.0 | -0.368 | 0.0361 | 2137
global route | -65.82 | 27.6 | -0.363 | 0.0501 | 2137
finish | -51.07 | 26.5 | -0.314 | 0.0456 | 2137
[routing by layer]
layer,up-vias,routed length [um],global-route usage (%)
met5,-,13,0
met4,2,926,1.91
met1,2673,11800,8.05
li1,2902,-,-
met2,393,14100,11.3
met3,44,4600,4.02
[power by group]
group	internal (mW)	leakage [nW]	switching [mW]
registers	11.4	2.29	0.181
clock network	7.67	0.550	4.69
logic	1.78	3.30	0.696
total	20.9	6.14	5.56
Power figures rest on the tool's default switching activity, not on a simulated workload.
