==> design/flow/design.v <==
`timescale 1ns / 1ps
module ID_EX_task3(
input clk,
input flush,
input branch, memwrite, memread, memtoreg, alusrc, regwrite, 
input [1:0]ALUop,
input [63:0]PC, 
input [63:0]RD1, RD2, 
input [63:0]Immgen, 
input [3:0]func, 
input [2:0]func3,
input [4:0]RD, 
input [4:0]rd1,
input [4:0]rd2,
output reg branchout, memwriteout, memreadout, memtoregout,regwriteout,alusrcout, 
output reg[1:0]ALUopout,
output reg [63:0]PCout, 
output reg [63:0]RD1out, RD2out, 
output reg [63:0]Immgenout, 
output reg [3:0]funcout,
output reg [2:0]func3out, 
output reg [4:0]RDout,
output reg [4:0]rd1out,
output reg [4:0]rd2out
); 
always @(posedge clk)
begin
if (flush)
begin
 branchout = 1'b0; 
 memwriteout = 1'b0; 
 memreadout = 1'b0; 
 memtoregout = 1'b0; 
 regwriteout = 1'b0; 
 alusrcout = 1'b0; 
 ALUopout = 2'b0;
 PCout = 64'b0; 
 RD1out = 64'b0; 
 RD2out = 64'b0; 
 Immgenout = 64'b0; 
 funcout = 4'b0; 
 func3out = 3'b0;
 RDout = 5'b0; 
 rd1out = 5'b0;
 rd2out = 5'b0;
end
else
begin
branchout = branch; 
 memwriteout = memwrite; 
 memreadout = memread; 
 memtoregout = memtoreg; 
 regwriteout = regwrite; 
 alusrcout = alusrc; 
 ALUopout = ALUop;
 PCout = PC; 
 RD1out = RD1; 
 RD2out = RD2; 
 Immgenout = Immgen; 
 funcout = func; 
 func3out = func3;
 RDout = RD; 
 rd1out = rd1;
 rd2out = rd2;
end
end
endmodule  
==> design/flow/run.sh <==
#!/bin/bash
# OpenROAD 26Q1-2900-gdf79404cd8, Yosys 0.63+post, stock flow scripts
make -C /OpenROAD-flow-scripts/flow DESIGN_CONFIG=/design/flow/config.mk WORK_HOME=/design/flow/orfs finish
==> design/flow/config.mk <==
export PLATFORM = sky130hd
export DESIGN_NAME = ID_EX_task3
export DESIGN_NICKNAME = ID_EX_task3
export VERILOG_FILES = /design/flow/design.v
export SDC_FILE = /design/flow/constraint.sdc
export NUM_CORES = 4
export LEC_CHECK = 1
export CORE_AREA = 10 10 248 248
export DIE_AREA = 0 0 258 258
==> design/flow/constraint.sdc <==
current_design ID_EX_task3

set clk_period 1.0
set clk_io_pct 0.2

create_clock -name clk0 -period $clk_period [get_ports {clk}]

set non_clock_inputs [all_inputs -no_clocks]
set_input_delay [expr $clk_period * $clk_io_pct] -clock clk0 $non_clock_inputs
set_output_delay [expr $clk_period * $clk_io_pct] -clock clk0 [all_outputs]
==> flow_summary.json <==
{
  "status": "finished, violations left",
  "violations": "setup timing",
  "avgSynthCellArea_um2": 12.7,
  "fmax_mhz": 805,
  "ys.flop_type": "dfxtp_1",
  "cp_max_fo": 1,
  "p_comb_share_pct": 9.2,
  "chipArea_um2": 66600,
  "cts_tree": "done",
  "cp_num_buf_inv": 1,
  "fin_crit_ns": 1.24,
  "numSynthFlops": 286,
  "crit_cells": 1,
  "pwr-share-clk_pct": 44.9,
  "synth_seq_share_pct": 74.7,
  "crit_path_max_incr_delay_ns": 0.36,
  "worstMarginPinSlew_ns": 0.263,
  "slew_viol_final": 0,
  "core_um2": 56300,
  "wl_per_cell_um": 15.7,
  "nFillCells": 5918,
  "crit_type": "register to output pin",
  "topCellsByArea": "dfxtp_1 (75%), nor2b_1 (23%), buf_2 (1.6%), clkbuf_1 (0.29%), clkbuf_2 (0.065%)",
  "grt-ovfl-total": 0,
  "switching_share_pct": 19.8,
  "fin_hold_ws_ns": 0.0576,
  "yosysTopAreaCellShare_pct": 74.7,
  "rows": 87,
  "warnings": 27,
  "yosysChipArea_um2": 7670,
  "postSynthCellCount": 604,
  "maxCapViolCount": 0,
  "drc": 0,
  "crit_end": "PCout[14]",
  "finalHoldViolCount": 0,
  "edf_count": 0,
  "switchingPower_w": 0.00526,
  "cts-hold-fix-buffers": 0,
  "cts_root_buffer": "clkbuf_16",
  "drt-initial-drc-count": 167,
  "antenna_found_initial": 2,
  "die_y_um": 258,
  "syn-cell-area_um2": 7670,
  "port_buffers": 573,
  "critPathTopFamily": "flip-flops",
  "start_kind": "register",
  "clock_path_buffers": 3,
  "grt_max_degree": 44,
  "pwr-share-seq_pct": 45.9,
  "cp.arrival_ns": 1.04,
  "async_reset_ff_share_pct": 0,
  "setup_violations": 286,
  "synth.distinct_cells": 5,
  "p_per_area_nw_per_um2": 1850,
  "path_cells": "buf_2",
  "routed_via_density": 3.12,
  "cts.sinks": 286,
  "dr.pass1.iters": 4,
  "grt_pass1_vias": 6809,
  "fp_util_pct": 13.6,
  "hpwl_um": 25600,
  "end_kind": "output pin",
  "ys_warn_count": 1,
  "dp_cells": 1939,
  "cts.clk_slew.worst_paths_ns": 0.06,
  "grt_first_pass_wirelength_um": 44600,
  "min_path_type": "input port to register",
  "drive_above_1_share_pct": 35.8,
  "gp_congestion": 0.860,
  "cts_made_buffers": 30,
  "routed_wl_um": 31200,
  "io_pins": 574,
  "die_width_um": 258,
  "relSlewSlack_pct": 82.5,
  "p_int_w": 0.0213,
  "synthToLayoutAreaGrowth_pct": 87.7,
  "dr_total_vias": 6222,
  "cp_slowest_cell": "dfxtp_2",
  "timing.critical_path.from": "PCout[14]",
  "yosys-stat-cells": 604,
  "ant_nets": 0,
  "rsz0062_at_grt": "yes",
  "grt_usage_pct": 8.90,
  "setup_ws_ns": -0.242,
  "vdd_drop_max_mv": 1.31,
  "synth.largest_area_cell": "dfxtp_1",
  "top_cells_by_count": "dfxtp_1 (286), nor2b_1 (286), buf_2 (25)",
  "htreeDepth": 1,
  "p_leak_nw": 6.26,
  "fin_crit_sh_pct": 124,
  "required_ns": 0.80,
  "fin_cells": 1993
}
cell families after synthesis:
logic type,Yosys count,synth area share [%]
flip-flops,286,74.7
buffers and inverters,32,1.99
AND/OR/NAND/NOR,286,23.3
what timing repair did:
item / in CTS / in global routing
setup endpoints to repair: 286 / 286
pin swaps: 0 / 0
gates resized: 1012 / 34
buffers inserted: 0 / 0
gates cloned: 0 / 0
hold endpoints to repair: 0 / 0
power by group through the flow:
| stage | logic [W] | clock network (W) | registers [W] |
|---|---|---|---|
| 6_report | 0.00246 | 0.0119 | 0.0122 |
| 5_1_grt | 0.00269 | 0.0128 | 0.0123 |
| 4_1_cts | 0.00251 | 0.0123 | 0.0122 |
per-stage QoR:
stage	power (W)	util (%)	TNS [ns]	setup slack, ns	cell area (um^2)
after floorplan	0.0128	-	0	0.0487	7670
after CTS	0.0270	25.4	-60.28	-0.290	14300
final	0.0266	25.6	-47.49	-0.242	14400
after global routing	0.0277	25.6	-61.26	-0.282	14400
after global placement	0.0155	25.8	-2.22	-0.207	14500
after detailed placement	0.0155	25.8	-1.90	-0.199	14500
per-layer routing:
layer	GRT usage (%)	routed length, um
met3	4.97	4310
met2	15.0	14900
met4	2.84	1050
met5	0	17
met1	9.31	11000
registers in the layout, summed over array words and instances (netlist names):
signal,count
ALUopout,2
rd2out,5
RD1out,64
PCout,64
func3out,3
memreadout,1
RD2out,64
RDout,5
Immgenout,64
memwriteout,1
regwriteout,1
alusrcout,1
funcout,4
rd1out,5
memtoregout,1
branchout,1
placed cells by master (no fill, tap or decap), types with 5 or more instances in the layout:
cell	Yosys	final
clkbuf_1	6	7
buf_6	0	20
bufinv_16	0	6
dfxtp_4	0	5
buf_2	25	266
dfxtp_2	0	67
clkbuf_16	0	31
buf_4	0	35
clkbuf_8	0	6
clkdlybuf4s50_1	0	286
dfxtp_1	286	214
nor2b_1	286	286
cell type report:
type	instances	area (um^2)	area share [%]
Clock buffer	43	871	6.05
Tap cell	756	946	6.57
Sequential cell	286	5830	40.5
Clock inverter	9	198	1.37
Antenna cell	2	5.00	0.0348
Timing Repair Buffer	611	4760	33.0
Multi-Input combinational cell	286	1790	12.4
how the worst min path moves through the flow:
stage | from | end | slack (ns) | cells past startpoint
finish | flush | Immgenout[36] | 0.06 | 3
global route | flush | Immgenout[36] | 0.07 | 3
CTS | flush | Immgenout[36] | 0.04 | 3
Power is estimated from default activity; no workload was simulated.
